==> ./design.v <==
module ram(clk, cen, wen, addr, din, dout);
	input clk;
	input cen, wen;
	input [4:0] addr;
	input [31:0] din;
	output reg [31:0] dout;
	reg [31:0] mem [0:31];
	integer i;
	initial
	begin
		for(i=0; i<32; i=i+1)
			mem[i] = 32'h0000_0000;
	end
	always@(posedge clk)
	begin
		if(cen == 1)  
			if(wen == 1)
				mem[addr] <= din;  
			else
				dout <= mem[addr];  
		else dout = 32'b0;  
	end
endmodule
==> ./run.sh <==
#!/bin/bash
# OpenROAD 26Q1-2900-gdf79404cd8, Yosys 0.63+post, stock flow scripts
make -C /OpenROAD-flow-scripts/flow DESIGN_CONFIG=/design/flow/config.mk WORK_HOME=/design/flow/orfs finish
==> ./config.mk <==
export PLATFORM = sky130hd
export DESIGN_NAME = ram
export DESIGN_NICKNAME = ram
export VERILOG_FILES = /design/flow/design.v
export SDC_FILE = /design/flow/constraint.sdc
export NUM_CORES = 4
export LEC_CHECK = 1
export CORE_UTILIZATION = 40
==> ./constraint.sdc <==
current_design ram

set clk_period 5.7
set clk_io_pct 0.2

create_clock -name clk0 -period $clk_period [get_ports {clk}]

set non_clock_inputs [all_inputs -no_clocks]
set_input_delay [expr $clk_period * $clk_io_pct] -clock clk0 $non_clock_inputs
set_output_delay [expr $clk_period * $clk_io_pct] -clock clk0 [all_outputs]
==> job_summary.md <==
## Implementation flow summary

| Metric | Value |
|---|---|
| Ratio of final minimum period to clock period | 72.1% |
| Core area | 98700 sq um |
| Synth top area cells | sky130_fd_sc_hd__edfxtp_1 77%, sky130_fd_sc_hd__mux4_2 11%, sky130_fd_sc_hd__mux2i_1 2.5% |
| Insertion delay at the late pin of the worst-skew pair | between 0.6 and 0.7 ns |
| Share of flip-flops with an asynchronous set or reset | 0% |
| Pwr Total | 16.0 mW |
| Worst-path cell with the longest stage delay | sky130_fd_sc_hd__clkdlybuf4s50_1 |
| Wire length of the first global-routing pass | ~140 mm |
| Final routed wire length divided by cell count | 29.4 microns |
| Fin crit period | ~4.1 ns |
| Most numerous cell on the critical path | sky130_fd_sc_hd__buf_4 |
| Chip area in the Yosys report | about 40000 sq um |
| Cell Rows | around 120 |
| Die area | slightly above 100000 sq um |
| Largest clock skew in the final design | approximately 0.021 ns |
| Post-detailed-placement half-perimeter wirelength | around 56 mm |
| CTS clock-pin slew for the worst setup and hold paths | 0.06 ns |
| Clock tree from TritonCTS | yes |
| Clock buffers created by TritonCTS | 107 |
| # H-tree levels | 3 |
| Unique masters post-synth | around 50 |
| Number of antenna violations at the first check in global routing | 0 |
| Synthesized area per cell | between 20 and 25 sq um |
| Proportion of synthesized chip area in sequential cells | 78.6% |
| Path class of the lowest-slack min-delay path | reg2reg |
| Height of the die | between 300 and 400 microns |
| Tightest Pin Transition | around 1.0 ns |
| Critical-path cell list | clkdlybuf4s50_1, buf_4, or4_1, buf_4, o22ai_1, nor4_1, a31oi_1 |
| Data required time at the worst endpoint | 6.23 ns |
| Number of warnings in the stage logs | 26 |
| Overall Global Routing Usage | between 20% and 30% |
| Number of global-route vias before repair | around 21000 |
| Number of setup buffers added after CTS | 0 |
| Slew margin rel. | 32.4% |
| Longest individual stage delay on the worst path | a little under 0.9 ns |
| Start-to-end type of the worst setup path | in2reg |
| Unrepaired setup endpoints after global routing | no |
| Synth Instances | around 1800 |
| VDD IR max | roughly 0.28 mV |
| Count of vias placed by the detailed router | 19156 |
| Antenna diodes | 0 |
| Resized cells post-CTS | 0 |
| Wire length after detailed routing | 99.2 mm |
| Effective utilization at floorplan | about 40% |
| I/O pin count | roughly 72 |
| Number of warnings printed during yosys synthesis | 1 |
| Number of synthesized register bits | 1056 |
| Pin count of the biggest net entering global routing | roughly 90 |
| Arrival time at the worst endpoint | approximately 4.6 ns |
| Largest area contributor in the synthesized netlist | sky130_fd_sc_hd__edfxtp_1 |
| Chip Width | around 320 microns |
| Remaining global-route overflow | 0 |
| Flip-flops with a built-in enable | about 1000 |
| Pwr dens | 346 nW/um^2 |
| Top cells by count, synth | 1024 x sky130_fd_sc_hd__edfxtp_1, 199 x sky130_fd_sc_hd__mux4_2, 98 x sky130_fd_sc_hd__mux2i_1 |
| Layout cell share with drive strength beyond 1 | between 20% and 30% |
| Leakage power total | 14.5 nW |
| Vias per Instance | roughly 5.7 |
| Hold_buf cts | 0 |
| Hold violation total from the final report | 0 |
| Length of the first detailed-routing pass in iterations | 5 |
| Final setup TNS | 0 ns |
| Critical path capture point type | flip-flop |
| Yosys cell count | 1815 |
| Yosys top cell by instances | sky130_fd_sc_hd__edfxtp_1 |
| # DRC | 0 |
| Clock sink count | between 1000 and 1500 |
| Maximum clock insertion buffer count | 3 |
| Number of violations reported at the end of detailed-routing iteration 0 | 1154 |
| Total of buffers placed on input and output ports | between 70 and 80 |
| Most instantiated flip-flop cell in the synthesis netlist | sky130_fd_sc_hd__edfxtp_1 |
| Mapped Area | ~40000 sq um |
| Root buffer selected by CTS | sky130_fd_sc_hd__clkbuf_16 |
| Top cell type's share of synthesized area | ~77% |
| Maximum fanout count along the critical path | 27 |
| Routability Congestion | around 0.84 |
| Fmax achieved | ~240 MHz |
| Number of antenna-violating nets in the routed design | 0 |
| Final Max Slew Viols | 0 |
| Count of endpoints failing setup in the final report | 0 |
| Maxcap violations | 0 |
| Synthesis-to-layout area growth | 15.6% |
| Result of the run | complete, no violations |
| Category of the worst setup path launch point | input pin |
state kept, by name (all words and copies together) (netlist names):
signal / cells
dout: 32
mem: 1024
area by class of cell:
class | count | area, sq um
flip-flops and latches | 1056 | 31400
multi-input cells | 647 | 8120
repair buffers | 176 | 1670
clock inverters | 50 | 442
clock buffers | 150 | 2930
inverters | 2 | 7.51
fillers | 7895 | 52500
well taps | 1287 | 1610
worst max-delay path, delay by kind of cell:
| family | cells | cell delay [ns] |
|---|---|---|
| AND-OR/OR-AND | 2 | 0.35 |
| buffers and inverters | 3 | 1.73 |
| AND/OR/NAND/NOR | 2 | 1.39 |
report_power, final:
group / internal [mW] / switching [mW] / total [mW]
combinational: 0.294 / 0.440 / 0.734
sequential: 8.58 / 0.0279 / 8.61
clock: 3.82 / 2.83 / 6.64
total: 12.7 / 3.29 / 16.0
stage by stage:
| stage | instance area, sq um | cells | hold WS [ns] | utilization (%) | setup slack, ns |
|---|---|---|---|---|---|
| 2_1_floorplan | 39900 | 1815 | 0.486 | - | 1.65 |
| 3_3_place_gp | 42800 | 3168 | 0.541 | 43.4 | 1.15 |
| 3_5_place_dp | 42800 | 3168 | 0.523 | 43.4 | 1.11 |
| 4_1_cts | 46200 | 3368 | 0.550 | 46.8 | 1.77 |
| 5_1_grt | 46200 | 3368 | 0.575 | 46.8 | 1.59 |
| 6_report | 46200 | 3368 | 0.549 | 46.8 | 1.59 |
metal layers:
| layer | vias up | routed length [microns] | track usage (%) |
|---|---|---|---|
| met4 | 0 | 2780 | 4.90 |
| met1 | 9561 | 30300 | 24.1 |
| met3 | 138 | 18700 | 18.7 |
| met2 | 1371 | 47400 | 32.5 |
| met5 | - | 0 | 0 |
| li1 | 8086 | - | - |
worst paths after layout:
check / endpoint / from / slack, ns / cells after the start
max: dout[18] / addr[4] / 1.59 / 7
min reg2reg: dout[27] / dout[27] / 0.55 / 2
max reg2reg: dout[18] / mem[11][18] / 3.64 / 4
min: dout[27] / dout[27] / 0.55 / 2
cells in the final DEF, fill, tap and decap left out, types with 35 or more instances in the layout:
cell / synthesis / final
sky130_fd_sc_hd__buf_4: 9 / 92
sky130_fd_sc_hd__o22ai_1: 36 / 36
sky130_fd_sc_hd__clkdlybuf4s50_1: 0 / 68
sky130_fd_sc_hd__mux2i_1: 98 / 98
sky130_fd_sc_hd__a22oi_1: 55 / 55
sky130_fd_sc_hd__mux4_2: 199 / 199
sky130_fd_sc_hd__edfxtp_1: 1024 / 1024
sky130_fd_sc_hd__clkbuf_1: 27 / 35
sky130_fd_sc_hd__clkbuf_16: 0 / 108
sky130_fd_sc_hd__o21ai_0: 36 / 36
cell families (layout without fill, tap and decap cells):
family	Yosys count	count (layout)	synth area share, %
flops	1056	1056	78.6
mux	312	312	14.1
compound gates	223	223	3.87
simple gates	112	112	1.66
buf+inv	112	378	1.76
Power figures rest on the tool's default switching activity, not on a simulated workload.
