[/design/flow/config.mk]
export PLATFORM = sky130hd
export DESIGN_NAME = cla_clk
export DESIGN_NICKNAME = cla_clk
export VERILOG_FILES = /design/flow/design.v
export SDC_FILE = /design/flow/constraint.sdc
export NUM_CORES = 4
export LEC_CHECK = 1
export CORE_UTILIZATION = 40
[/design/flow/constraint.sdc]
current_design cla_clk

set clk_period 10.4
set clk_io_pct 0.2

create_clock -name clk0 -period $clk_period [get_ports {clk}]

set non_clock_inputs [all_inputs -no_clocks]
set_input_delay [expr $clk_period * $clk_io_pct] -clock clk0 $non_clock_inputs
set_output_delay [expr $clk_period * $clk_io_pct] -clock clk0 [all_outputs]
[/design/flow/design.v]
module cla4(a, b, ci, co, s);
	input [3:0] a, b;
	input ci;
	output co;
	output [3:0] s;
	wire [2:0] c;
	fa_v2 u0_fa (.a(a[0]), .b(b[0]), .ci(ci), .s(s[0]));
	fa_v2 u1_fa (.a(a[1]), .b(b[1]), .ci(c[0]), .s(s[1]));
	fa_v2 u2_fa (.a(a[2]), .b(b[2]), .ci(c[1]), .s(s[2]));
	fa_v2 u3_fa (.a(a[3]), .b(b[3]), .ci(c[2]), .s(s[3]));
	clb4 u4_clb4 (.a(a), .b(b), .ci(ci), .c1(c[0]), .c2(c[1]), .c3(c[2]), .co(co));
endmodule
module clb4(a, b, ci, c1, c2, c3, co);
	input [3:0] a, b;
	input ci;
	output c1, c2, c3, co;
	wire [3:0] g, p;
	wire w0_c1;
	wire w0_c2, w1_c2;
	wire w0_c3, w1_c3, w2_c3;
	wire w0_co, w1_co, w2_co, w3_co;
	_and2 u0_and2(.a(a[0]), .b(b[0]), .y(g[0]));
	_and2 u1_and2(.a(a[1]), .b(b[1]), .y(g[1]));
	_and2 u2_and2(.a(a[2]), .b(b[2]), .y(g[2]));
	_and2 u3_and2(.a(a[3]), .b(b[3]), .y(g[3]));
	_or2 u4_or2(.a(a[0]), .b(b[0]), .y(p[0]));
	_or2 u5_or2(.a(a[1]), .b(b[1]), .y(p[1]));
	_or2 u6_or2(.a(a[2]), .b(b[2]), .y(p[2]));
	_or2 u7_or2(.a(a[3]), .b(b[3]), .y(p[3]));
	_and2 u8_and2(.a(p[0]), .b(ci), .y(w0_c1));
	_or2 u9_or2(.a(g[0]), .b(w0_c1), .y(c1));
	_and2 u10_and2(.a(p[1]), .b(g[0]), .y(w0_c2));
	_and3 u11_and3(.a(p[1]), .b(p[0]), .c(ci), .y(w1_c2));
	_or3 u12_or3(.a(g[1]), .b(w0_c2), .c(w1_c2), .y(c2));
	_and2 u13_and2(.a(p[2]), .b(g[1]), .y(w0_c3));
	_and3 u14_and3(.a(p[2]), .b(p[1]), .c(g[0]), .y(w1_c3));
	_and4 u15_and4(.a(p[2]), .b(p[1]), .c(p[0]), .d(ci), .y(w2_c3));
	_or4 u16_or4(.a(g[2]), .b(w0_c3), .c(w1_c3), .d(w2_c3), .y(c3));
	_and2 u17_and2(.a(p[3]),.b(g[2]),.y(w0_co));
	_and3 u18_and3(.a(p[3]),.b(p[2]),.c(g[1]),.y(w1_co));
	_and4 u19_and4(.a(p[3]),.b(p[2]),.c(p[1]),.d(g[0]),.y(w2_co));
	_and5 u20_and5(.a(p[3]),.b(p[2]),.c(p[1]),.d(p[0]),.e(ci),.y(w3_co));
	_or5 u21_or4(.a(g[3]),.b(w0_co),.c(w1_co),.d(w2_co),.e(w3_co),.y(co));
endmodule
module fa_v2(a, b, ci, s);
	input a, b, ci;
	output s;
	wire w0, w1;
	_xor2 u0_xor2(.a(a), .b(b), .y(w0));
	_xor2 u1_xor2(.a(w0), .b(ci), .y(s));
endmodule
module cla_clk(clk, a, b, ci, co, s);
	input clk;
	input [31:0] a, b;
	input ci;
	output co;
	output [31:0] s;
	reg [31:0] reg_a, reg_b, reg_s;
	reg reg_ci, reg_co;
	wire [31:0] wire_s;
	wire wire_co;
	always@ (posedge clk)
	begin
		reg_a <= a;
		reg_b <= b;
		reg_ci <= ci;
		reg_co <= wire_co;
		reg_s <= wire_s;		
	end
	cla32 u0_cla32(.a(reg_a), .b(reg_b), .ci(reg_ci), .co(wire_co), .s(wire_s));
	assign co = reg_co; 
	assign s = reg_s; 
endmodule
module _buf(a, y);
	input a;
	output y;
	assign y = a;
endmodule
module _inv(a, y);
	input a;
	output y;
	assign y = ~a;
endmodule
module _inv_4bits(a, y);
	input [3:0] a;
	output [3:0] y;
	assign y = ~ a;
endmodule
module _inv_32bits(a, y);
	input [31:0] a;
	output [31:0] y;
	assign y = ~a;
endmodule
module _and2(a, b, y);
	input a, b;
	output y;
	assign y = a & b;
endmodule
module _and3(a, b, c, y);
	input a, b, c;
	output y;
	assign y = a & b & c;
endmodule
module _and4(a, b, c, d, y);
	input a, b, c, d;
	output y;
	assign y = a & b & c & d;
endmodule
module _and5(a, b, c, d, e, y);
	input a, b, c, d, e;
	output y;
	assign y = a & b & c & d & e;
endmodule
module _and2_4bits(a, b, y);
	input [3:0] a, b;
	output [3:0] y;
	assign y = a & b;
endmodule
module _and2_32bits(a, b, y);
	input [31:0] a, b;
	output [31:0] y;
	assign y = a & b;
endmodule
module _nand2(a, b, y);
	input a, b;
	output y;
	assign y = ~ (a & b);
endmodule
module _or2(a, b, y);
	input a, b;
	output y;
	assign y = a | b;
endmodule
module _or3(a, b, c, y);
	input a, b, c;
	output y;
	assign y = a | b | c;
endmodule
module _or4(a, b, c, d, y);
	input a, b, c, d;
	output y;
	assign y = a | b | c | d;
endmodule
module _or5(a, b, c, d, e, y);
	input a, b, c, d, e;
	output y;
	assign y = a | b | c | d | e;
endmodule
module _or2_4bits(a, b, y);
	input [3:0] a, b;
	output [3:0] y;
	assign y = a | b;
endmodule
module _or2_32bits(a, b, y);
	input [31:0] a, b;
	output [31:0] y;
	assign y = a | b;
endmodule
module _nor2(a, b, y);
	input a, b;
	output y;
	assign y = ~ (a | b);
endmodule
module _xor2(a, b, y);
	input a, b;
	output y;
	wire inv_a, inv_b;
	wire w0, w1;
	_inv u0_inv(.a(a), .y(inv_a));
	_inv u1_inv(.a(b), .y(inv_b));
	_and2 u2_and2(.a(inv_a), .b(b), .y(w0));
	_and2 u3_and2(.a(a), .b(inv_b), .y(w1));
	_or2 u4_or2(.a(w0), .b(w1), .y(y));	
endmodule
module _xor2_4bits(a, b, y);
	input [3:0] a, b;
	output [3:0] y;
	_xor2 u0_xor2(.a(a[0]), .b(b[0]), .y(y[0]));
	_xor2 u1_xor2(.a(a[1]), .b(b[1]), .y(y[1]));
	_xor2 u2_xor2(.a(a[2]), .b(b[2]), .y(y[2]));
	_xor2 u3_xor2(.a(a[3]), .b(b[3]), .y(y[3]));
endmodule
module _xor2_32bits(a, b, y);
	input [31:0] a, b;
	output [31:0] y;
	_xor2_4bits u0_xor2_4bits(.a(a[3:0]), .b(b[3:0]), .y(y[3:0]));
	_xor2_4bits u1_xor2_4bits(.a(a[7:4]), .b(b[7:4]), .y(y[7:4]));
	_xor2_4bits u2_xor2_4bits(.a(a[11:8]), .b(b[11:8]), .y(y[11:8]));
	_xor2_4bits u3_xor2_4bits(.a(a[15:12]), .b(b[15:12]), .y(y[15:12]));
	_xor2_4bits u4_xor2_4bits(.a(a[19:16]), .b(b[19:16]), .y(y[19:16]));
	_xor2_4bits u5_xor2_4bits(.a(a[23:20]), .b(b[23:20]), .y(y[23:20]));
	_xor2_4bits u6_xor2_4bits(.a(a[27:24]), .b(b[27:24]), .y(y[27:24]));
	_xor2_4bits u7_xor2_4bits(.a(a[31:28]), .b(b[31:28]), .y(y[31:28]));
endmodule
module _xnor(a, b, y);
	input a, b;
	output y;
	wire w0;
	_xor2 u0_xor(.a(a), .b(b), .y(w0));
	_inv u1_inv(.a(w0), .y(y));
endmodule
module _xnor2_4bits(a, b, y);
	input [3:0] a, b;
	output [3:0] y;
	wire [3:0] w;
	_xor_4bit u0_xor2_4bit(.a(a), .b(b), .y(w));
	_inv_4bit u1_inv_4bit(.a(w), .y(y));
endmodule
module _xnor2_32bits(a, b, y);
	input [31:0] a, b;
	output [31:0] y;
	_xnor2_4bits u0_xnor2_4bits(.a(a[3:0]), .b(b[3:0]), .y(y[3:0]));
	_xnor2_4bits u1_xnor2_4bits(.a(a[7:4]), .b(b[7:4]), .y(y[7:4]));
	_xnor2_4bits u2_xnor2_4bits(.a(a[11:8]), .b(b[11:8]), .y(y[11:8]));
	_xnor2_4bits u3_xnor2_4bits(.a(a[15:12]), .b(b[15:12]), .y(y[15:12]));
	_xnor2_4bits u4_xnor2_4bits(.a(a[19:16]), .b(b[19:16]), .y(y[19:16]));
	_xnor2_4bits u5_xnor2_4bits(.a(a[23:20]), .b(b[23:20]), .y(y[23:20]));
	_xnor2_4bits u6_xnor2_4bits(.a(a[27:24]), .b(b[27:24]), .y(y[27:24]));
	_xnor2_4bits u7_xnor2_4bits(.a(a[31:28]), .b(b[31:28]), .y(y[31:28]));
endmodule
module cla32(a, b, ci, co, s);
	input [31:0] a, b;
	input ci;
	output co;
	output [31:0] s;
	wire c1, c2, c3, c4, c5, c6, c7;
	cla4 u0_cla4(.a(a[3:0]), .b(b[3:0]), .ci(ci), .s(s[3:0]), .co(c1));
	cla4 u1_cla4(.a(a[7:4]), .b(b[7:4]), .ci(c1), .s(s[7:4]), .co(c2));
	cla4 u2_cla4(.a(a[11:8]), .b(b[11:8]), .ci(c2), .s(s[11:8]), .co(c3));
	cla4 u3_cla4(.a(a[15:12]), .b(b[15:12]), .ci(c3), .s(s[15:12]), .co(c4));
	cla4 u4_cla4(.a(a[19:16]), .b(b[19:16]), .ci(c4), .s(s[19:16]), .co(c5));
	cla4 u5_cla4(.a(a[23:20]), .b(b[23:20]), .ci(c5), .s(s[23:20]), .co(c6));
	cla4 u6_cla4(.a(a[27:24]), .b(b[27:24]), .ci(c6), .s(s[27:24]), .co(c7));
	cla4 u7_cla4(.a(a[31:28]), .b(b[31:28]), .ci(c7), .s(s[31:28]), .co(co));
endmodule
[/design/flow/run.sh]
#!/bin/bash
# OpenROAD 26Q1-2900-gdf79404cd8, Yosys 0.63+post, stock flow scripts
make -C /OpenROAD-flow-scripts/flow DESIGN_CONFIG=/design/flow/config.mk WORK_HOME=/design/flow/orfs finish
==> Slide: Implementation Results <==
Physical Implementation Snapshot

Outcome
  • Outcome: complete, no violations

Setup path
  • Cell Chain, Critical Path: clkdlybuf4s50_1
  • Reg2Reg Depth: 11
  • CP max stage cell: clkdlybuf4s50_1
  • Reg2reg start: reg_b[12]
  • Worst Path Class, Setup: flip-flop to output port
  • WP buf/inv: 1
  • Crit-path max cell delay: 0.49 ns
  • R2R Path End: reg_s[29]
  • Reg2reg setup slack: 7.63 ns
  • Startpoint Class: flip-flop
  • Crit path max fanout: 1
  • Arrival time at the worst endpoint: 1.15 ns
  • Crit path DRT: 8.32 ns
  • Crit-path leading delay family: buffers and inverters
  • Worst Setup End Kind: output port

Global routing
  • Largest net degree at the start of global routing: 18
  • Tot GR Track Use: 11.9%
  • First-pass GRT wire length: 9.33 mm
  • Vias in the first global route: 2223
  • Total grt overflow: 0
  • Antenna violations before repair: 0

Logic synthesis
  • Post-Syn Instances: 361
  • Yosys Instances: 361
  • Mapped cell area: 3980 sq um
  • Flops & latches, synth: 98
  • Yosys cell types: 31
  • Synthesis area per yosys: 3980 sq um
  • Post-synthesis area per instance: 11.0 sq um
  • Seq/Total Area, Yosys: 49.2%
  • Ys Warns: 1

Hold path
  • Hold EP: reg_s[5]
  • Worst hold-check path type: flip-flop to flip-flop
  • Min-delay src: reg_a[5]
  • Hold path cells: 3

Drt
  • Post-route ant nets: 0
  • WL/cell: 9.62 um
  • Initial drt markers: 46
  • Vias: 2460
  • Drt pass-1 iters: 4
  • Vias per cell: 4.05
  • Total wire length: 5.85 mm
  • Ant diodes: 0
  • Drt drc: 0

Clocking
  • Post-CTS setup buffers: 0
  • CTS Buf Count: 9
  • CTS sink count: 98
  • CTS resizes: 0
  • Deepest clock path buffer count: 2
  • Clk root buf: clkbuf_8
  • Clock latency on the worst-skew pair: 0.35 ns
  • TritonCTS clock tree: yes
  • CTS hold repair buffers: 0
  • CTS clk-pin slew, worst paths: 0.09 ns
  • H-tree levels: 3

Placed design
  • GPL Wtd Cong: 0.764
  • Buffers on Ports: 98
  • Final HPWL DP: 4.80 mm

Timing
  • Unrepaired setup endpoints after global routing: no
  • Final worst-path cycle share: 31.1%
  • Hold_ws: 0.583 ns
  • Skew final: 0.0136 ns
  • Setup violations, final: 0
  • Slew margin rel.: 68.4%
  • Final hold vios: 0
  • Slew Viols, Final: 0
  • Setup TNS: 0 ns
  • Worst slew pin tran: 0.470 ns
  • Final Critical Period: 3.23 ns
  • F_max: 309 MHz

Die
  • FP Util: 40.9%
  • Die X-Extent: 102 um
  • I/O pin cnt: 99
  • Die H: 102 um
  • FP Rows: 36
  • Die area: 10400 sq um
  • Core area: 9730 sq um

Job
  • Tool warnings: 65
  • Max-cap violations: 0

Cells and area
  • Area growth, synth to finish: 33.8%
  • Logic area: 1680 sq um
  • Top cells excl fill/tap: 98 x clkdlybuf4s50_1, 98 x dfxtp_1, 90 x inv_1
  • Fillers: 863
  • Layout cell share with drive strength beyond 1: 5.05%
  • Flop area: 1960 sq um

Pwr
  • Leak: 0.00255 uW
  • Design Power: 825 uW
  • P per Cell Area: 155 nW/um^2
  • Maximum vdd drop: 77.3 uV
-- logic make-up (layout without fill, tap and decap cells) --
family          after synthesis  in the layout  synth area share [%]
flops                        98             98                  49.2
buf+inv                      90            204                  8.48
simple gates                 29             29                  3.89
xor+xnor                     24             24                  5.28
compound gates               48             48                  8.98
fa+ha+maj                    72             72                  24.1
-- metrics by stage --
stage	worst slack [ns]	util [%]	std cells	area, sq um
floorplan	7.93	-	361	3980
global placement	7.54	52.7	592	5130
detailed placement	7.54	52.7	592	5130
CTS	7.13	54.8	608	5330
global route	7.09	54.8	608	5330
finish	7.17	54.8	608	5330
-- how the worst max path moves through the flow --
stage                 startpoint  cells after the start  endpoint  slack [ns]
after CTS              reg_s[21]                      1     s[21]        7.13
after global routing   reg_s[19]                      1     s[19]        7.09
final                  reg_s[21]                      1     s[21]        7.17
-- cells in the mapped netlist --
library cell  instances  area, sq um
dfxtp_1              98         1960
inv_1                90          338
ha_1                 64          801
a21oi_1              19         95.1
xnor2_1              17          149
nor2_1               12         45.0
o21bai_1             12         90.1
fa_1                  8          160
xor2_1                7         61.3
nor2b_1               3         18.8
o21ai_0               3         15.0
o31ai_1               3         22.5
a21o_1                2         15.0
nand2_1               2         7.51
nor3_1                2         10.0
nor4_1                2         12.5
or3_1                 2         12.5
or4_1                 2         15.0
a21oi_4               1         16.3
a22o_1                1         8.76
nand2b_1              1         6.26
nor2b_4               1         13.8
nor3b_1               1         7.51
o211ai_2              1         12.5
o21a_1                1         7.51
o311ai_2              1         16.3
o31a_1                1         8.76
o31ai_2               1         12.5
o31ai_4               1         21.3
o41ai_2               1         16.3
or2_2                 1         6.26
-- state kept, by name, indices dropped and copies added, names as in the netlist --
| signal | cells |
|---|---|
| reg_a | 32 |
| reg_b | 32 |
| reg_s | 32 |
| reg_ci | 1 |
| reg_co | 1 |
-- cell type report --
class	instances	share of cell area (%)
sequential	98	36.8
multi-input combinational	173	31.6
tap	133	3.12
timing repair buffer	98	18.4
inverter	90	6.34
clock inverter	7	1.41
clock buffer	9	2.32
-- power by group --
part           total, uW  internal, uW  switching (uW)
registers            432           418            13.5
clock network        238           112             125
logic                156           106            50.3
total                825           636             189
-- metal layers --
metal  GRT usage, %  share of wire, %  up-vias
li1               -                 -     1323
met1           15.8                44     1074
met2           20.4                50       54
met3           2.52               4.4        9
met4           2.45               2.2        0
met5              0                 0        -
Power is estimated from default activity; no workload was simulated.
